[flow/design.v]
`timescale 1ns / 1ps
module alu(input[31:0]rs1,rs2,immi,imms,
           input [3:0]aluop,
           input[1:0]irmux,
           output reg[31:0]result,
           output [31:0]jt,
           output reg bt);
wire [31:0]op2;
assign op2=(irmux==2'b00)?rs2:
           (irmux==2'b01)?immi:
           (irmux==2'b10)?imms:32'd0;
assign jt=(rs1+immi)&~32'd1;
always@(*)
begin
    result=32'd0;
    bt=0;
    case(aluop)
    4'b0000:result=rs1+op2;  
    4'b0001:result=rs1-op2;  
    4'b0010:result=rs1&op2;  
    4'b0011:result=rs1|op2;  
    4'b0100:result=rs1^op2;  
    4'b0101:result=rs1<<op2[4:0];   
    4'b0110:result=rs1>>op2[4:0];  
    4'b0111:result=$signed(rs1)>>>op2[4:0];   
    4'b1000:bt=(rs1==op2);  
    4'b1001:bt=(rs1!=op2);  
    4'b1010:result=($signed(rs1)< $signed(op2))?32'd1:32'd0;  
    4'b1011:result=(rs1 < op2)?32'd1:32'd0;  
    4'b1100:bt=($signed(rs1)< $signed(op2));   
    4'b1101:bt=($signed(rs1)>= $signed(op2));   
    4'b1111:result=32'd0;     
    default: begin
    result=32'd0;
    bt=1'b0;
    end
    endcase
end           
endmodule
[flow/run.sh]
#!/bin/bash
# OpenROAD 26Q1-2900-gdf79404cd8, Yosys 0.63+post, stock flow scripts
make -C /OpenROAD-flow-scripts/flow DESIGN_CONFIG=/design/flow/config.mk WORK_HOME=/design/flow/orfs finish
[flow/config.mk]
export PLATFORM = sky130hd
export DESIGN_NAME = alu
export DESIGN_NICKNAME = alu
export VERILOG_FILES = /design/flow/design.v
export SDC_FILE = /design/flow/constraint.sdc
export NUM_CORES = 4
export LEC_CHECK = 1
export CORE_UTILIZATION = 40
export SYNTH_HDL_FRONTEND = slang
[flow/constraint.sdc]
current_design alu

set clk_period 20.6
set clk_io_pct 0.2

create_clock -name clk0 -period $clk_period

set non_clock_inputs [all_inputs -no_clocks]
set_input_delay [expr $clk_period * $clk_io_pct] -clock clk0 $non_clock_inputs
set_output_delay [expr $clk_period * $clk_io_pct] -clock clk0 [all_outputs]
==> run_results.csv <==
group,metric,value,unit
run_status,status,"complete, no violations",
power_and_ir_drop,power_density,37.0,nW/um^2
critical_path,path_common_cell,"buf_4",
clocking,ctsHoldBuffers,0,
critical_path,required,16480,ps
critical_path,crit_path_start_kind,"primary input",
synthesis,syn_area,11100,um^2
critical_path,crit_path_max_fanout,57,
timing,rsz0062_at_grt,"false",
global_route,grt_pass1_wl,83500,um
global_route,overflow,0,
global_route,antenna_found_initial,1,
synthesis,synthCells,1713,
detailed_routing,vias,14200,
worst_hold_path,hp-class,"primary input to output pin",
floorplan,die_height,169,um
finish,num-clock-buffers,0,
finish,layout_top_cells,"196 x clkdlybuf4s50_1, 194 x nor2_1, 162 x a21oi_1",
critical_path,slowest_delay,580,ps
finish,layout-drive-gt1-share,4.26,%
synthesis,yosysWarnings,0,
finish,final_cell_count_no_fill,2203,
synthesis,syn_area_per_cell,6.49,um^2
detailed_routing,first_pass_iters,6,
synthesis,ys_seq_share,0,%
detailed_routing,ant_nets,0,
synthesis,ys_sh_aoi,38.2,%
synthesis,ys_sh_adder,14.7,%
finish,area_growth,20.1,%
placement,dp_cells,2202,
detailed_routing,vias_per_cell,6.44,
placement,port_buffers,198,
run,warning_count,94,
detailed_routing,finalWirelength,55900,um
clocking,post_cts_buffers,0,
critical_path,worst-setup-path-type,"primary input to output pin",
floorplan,chipArea,28400,um^2
finish,regArea,0,um^2
critical_path,cpMaxStageDelayCell,"a311oi_1",
floorplan,fp_util,41.0,%
global_route,track_usage,39.3,%
synthesis,ys_area,11100,um^2
power_and_ir_drop,netSwitchingFraction,59.1,%
placement,place_congestion,1.02,
finish,post-route-util,49.2,%
power_and_ir_drop,p_leak,5.86,nW
clocking,cts_resized,0,
synthesis,yosys.area.top_type,"ha_1",
floorplan,fp.dieW,169,um
run,max-cap-violations,0,
synthesis,topCombFamilyByArea,"AND-OR/OR-AND gates",
power_and_ir_drop,p_switching,0.292,mW
synthesis,top_cells_by_area,"ha_1 14%, mux2i_1 13%, a21oi_1 7.3%",
detailed_routing,wl_per_cell,25.4,um
placement,dpl.hpwl,44400,um
power_and_ir_drop,p_total,0.493,mW
floorplan,rows,60,
timing,hold_violations,0,
timing,setup_viol,0,
synthesis,synth.top_cell.area_share,14.3,%
timing,slew_headroom,38.3,%
synthesis,simple_gate_share,21.4,%
synthesis,xor_share,3.07,%
global_route,grt_start_max_net_pins,62,
detailed_routing,drt_iter0_drc,1822,
finish,mostFrequentLayoutCell,"clkdlybuf4s50_1",
timing,fmax,73.0,MHz
critical_path,path_cells,"buf_2 > buf_4 > nor2b_4 > buf_4 > a2bb2oi_4 > buf_4 > inv_2 > buf_4 > ha_1 > a21oi_1 > o211ai_1 > a311oi_1 > o21ai_0 > o211ai_1 > o31ai_1 > a221oi_1 > a211oi_1 > o211ai_1 > clkdlybuf4s50_1",
synthesis,ys_types,86,
critical_path,arrival,9570,ps
timing,worstMarginPinSlew,915,ps
timing,finalClockPeriodUsage,66.5,%
synthesis,yosysCellCount,1713,
critical_path,crit_path_end_kind,"output pin",
global_route,grt_pass1_vias,12900,
timing,whs,9400,ps
finish,flop-count,0,
synthesis,ys_sh_mux,14.0,%
timing,setup_tns,0,ps
floorplan,ios,199,
detailed_routing,drc,0,
timing,finalMaxSlewViolations,0,
floorplan,core_area,27100,um^2
power_and_ir_drop,p_int,0.202,mW
timing,layout_min_cycle_time,13690,ps
power_and_ir_drop,ir_drop,16.9,uV
-- area by class of cell --
type / instances / area (um^2)
antenna: 1 / 2.50
fill: 2760 / 13800
inverter: 114 / 430
multi-input combinational: 1482 / 10200
tap: 372 / 465
timing repair buffer: 234 / 2240
-- worst max-delay path: cells and delay by family --
| family | cells | cell delay (ps) |
|---|---|---|
| AND-OR/OR-AND | 10 | 2620 |
| buffers and inverters | 7 | 2260 |
| adder cells (fa/ha/maj) | 1 | 320 |
| AND/OR/NAND/NOR | 1 | 60 |
-- cells by family (layout without fill, tap and decap cells) --
group / count (synthesis) / count (layout)
AND/OR/NAND/NOR: 520 / 520
other: 1 / 2
adder cells (fa/ha/maj): 129 / 129
AND-OR/OR-AND: 640 / 640
buffers and inverters: 231 / 348
multiplexers: 153 / 153
XOR/XNOR: 39 / 39
-- path summary, 6_finish.rpt --
path / startpoint / endpoint / slack [ps] / cells past startpoint
setup / recovery: irmux[1] / result[24] / 6910 / 19
hold / removal: immi[21] / jt[21] / 9400 / 4
-- stage by stage --
| stage | worst slack [ps] | cell area, um^2 |
|---|---|---|
| after CTS | 7040 | 13300 |
| after global routing | 6660 | 13300 |
| after detailed placement | 7030 | 13300 |
| after floorplan | 8700 | 11100 |
| final | 6910 | 13300 |
| after global placement | 7160 | 13300 |
-- Yosys cell counts (all sizes together) (21+ instances only) --
cell type,count
a221oi,22
mux2i,145
inv,112
o211ai,41
o21ai,127
clkbuf,65
xnor2,29
a21oi,162
nand3,29
o22ai,23
o21bai,23
a21o,55
a31oi,21
nand2,140
a211oi,23
nor2,194
ha,127
nor3,48
buf,52
-- layer usage --
metal,vias up,global-route usage [%],share of wire [%]
met3,81,11.0,11
met2,829,54.9,41
met1,6666,58.7,45
li1,6610,-,-
met5,-,1.74,0.12
met4,2,9.80,2.8
Power is estimated from default activity; no workload was simulated.
