==> design.v <==
`timescale 1ns / 1ps
module regfile(input clk,werf,
               input[4:0]ra1,ra2,wa,
               input[31:0]wd,
               output [31:0]rd1,rd2);
reg [31:0]register[31:0];
assign rd1=register[ra1];
assign rd2=register[ra2];
always@(posedge clk)
begin
    if(werf & wa!=0)  
        register[wa]<=wd;
end
initial
begin
$readmemh("C:/Users/x/RISC V Single cycle processor/Single cycle RISC V processor/Single cycle RISC V processor.srcs/sim_1/new/registers.hex",register);           
end
endmodule
==> run.sh <==
#!/bin/bash
# OpenROAD 26Q1-2900-gdf79404cd8, Yosys 0.63+post, stock flow scripts
make -C /OpenROAD-flow-scripts/flow DESIGN_CONFIG=/design/flow/config.mk WORK_HOME=/design/flow/orfs finish
==> config.mk <==
export PLATFORM = sky130hd
export DESIGN_NAME = regfile
export DESIGN_NICKNAME = regfile
export VERILOG_FILES = /design/flow/design.v
export SDC_FILE = /design/flow/constraint.sdc
export NUM_CORES = 4
export LEC_CHECK = 1
export CORE_UTILIZATION = 40
export SYNTH_HDL_FRONTEND = slang
==> constraint.sdc <==
current_design regfile

set clk_period 10.0
set clk_io_pct 0.2

create_clock -name clk0 -period $clk_period [get_ports {clk}]

set non_clock_inputs [all_inputs -no_clocks]
set_input_delay [expr $clk_period * $clk_io_pct] -clock clk0 $non_clock_inputs
set_output_delay [expr $clk_period * $clk_io_pct] -clock clk0 [all_outputs]
==> results.toml <==
# yosys + openroad results
[status]
outcome = "completed"

[floorplanning]
die_h_um = 351
boundaryPins = 113
fp_util_pct = 40.5
chip_area_mm2 = 0.123
die_x_um = 351
num_rows = 127
core_area_mm2 = 0.120

[placed_design]
gp_congestion = 0.860
dp.cells = 5013
dpl-instance-area_mm2 = 0.0519
dp_hpwl_um = 83300
portBuffers = 112

[detailed_routing]
drt_iter0_markers = 2094
wire_per_inst_um = 28.9
postRouteAntennaNets = 0
vias = 30700
drtPass1Iterations = 7
avgViaCountPerCell = 5.89
drcViolationCount = 0
routed_wl_um = 150000

[timing]
fin_crit_sh_pct = 74.3
tightestPinTransition_ns = 0.907
fmax_ghz = 0.135
drv_slew = 0
setup_viol = 0
period_minus_slack_ns = 7.43
maxSlewHeadroom_pct = 39.4
hold_viol_final = 0
tns_ns = 0
rsz0062_at_grt = "false"

[clock_tree]
numCtsBuffers = 107
post_cts_resized = 0
clkTransAtPathRegs_ns = 0.06
cts_tree = "done"
hold_buffers = 0
post-cts-setup-buffers = 0
htreeDepth = 3
cts_buffer_depth = 3
cts-root-buf = "clkbuf_16"
cts.sinks = 1024

[pwr]
finalPower_uw = 9520
power_density_mw_per_mm2 = 172
clkPwrFrac_pct = 40.2
seq_power_share_pct = 50.5
p_switching_uw = 2220
ir_worst_vdd_mv = 0.153
p_leak_uw = 0.0202
swShare_pct = 23.3
intPower_uw = 7300
comb_power_share_pct = 9.3

[grt]
grt_pass1_wl_um = 214000
grt_pass1_vias = 31200
antenna_found_initial = 7
grt_overflow_total = 0
grt_max_degree = 94
grt_use_total_pct = 26.1

[worst_setup_path]
arrival_ns = 5.43
cp_max_fo = 26
required_ns = 8.00
worstSetupStartpointType = "input pin"
endpoint_kind = "output port"
critical_path_class = "input pin to output port"

[final_layout]
top_regs = "register (1024)"
regMostFlops = "register"
fin_cells = 5211
lay_top_cells = "mux2i_1 (1024), edfxtp_1 (1024), nand3_1 (194)"
largest_reg_flops = 1024
drive_above_1_share_pct = 9.03
fin_util_pct = 45.9
syn_to_final_growth_pct = 13.3
fin_area_mm2 = 0.0553
fill_cells = 10400

[yosys]
yosys.stat.seqShare_pct = 63.1
yosys_warnings = 0
postSynthCellCount = 3386
ys_cells = 3386
ys_seq_elements = 1024
ys_chip_area_mm2 = 0.0488
avgSynthCellArea_um2 = 14.4
synth.distinct_cells = 24
synth_area_mm2 = 0.0488

[run]
max_cap_viol_count = 0
tool_warnings = 26

[worst_hold_path]
hp-start = "wd[3]"
hold_end = "register[28][3]"
min_path_type = "input pin to flip-flop"
hold_depth = 2
==> worst max path at each step <==
stage | from | to | cells after the start | slack, ns
global route | ra2[0] | rd2[12] | 9 | 2.45
finish | ra2[0] | rd2[12] | 9 | 2.57
CTS | ra2[0] | rd2[22] | 9 | 2.69
==> layout make-up <==
cell class                      count  area [um2]  area share (%)
Clock inverter                     71         579            1.05
Timing Repair Buffer              237        2240            4.06
Tap cell                         1612        2020            3.65
Multi-Input combinational cell   2140       16900            30.6
Antenna cell                        1        2.50         0.00453
Clock buffer                      126        2770            5.01
Sequential cell                  1024       30700            55.7
==> kinds of logic after synthesis <==
group | synth area share [%]
compound gates | 8.05
flops | 63.1
buf+inv | 3.15
other cells | 0.00769
mux | 21.0
simple gates | 4.71
==> power groups by stage <==
| stage | clock network [uW] | registers, uW | logic (uW) |
|---|---|---|---|
| 4_1_cts | 3880 | 4810 | 880 |
| 5_1_grt | 4050 | 4820 | 939 |
| 6_report | 3830 | 4810 | 885 |
==> through the flow <==
stage / setup WS (ns) / hold WS [ns]
3_5_place_dp: 2.67 / 2.83
3_3_place_gp: 2.69 / 2.83
2_1_floorplan: 4.95 / 2.10
6_report: 2.57 / 2.14
4_1_cts: 2.69 / 2.11
5_1_grt: 2.45 / 2.15
==> cell usage after synthesis (all sizes together) <==
library cell  number  share of area (%)
a21oi            192                2.0
a22o             128                2.3
a22oi            192                3.0
a31oi             64               0.82
and2               2              0.026
buf              167                2.5
clkbuf            86               0.69
conb               1             0.0077
edfxtp          1024                 63
mux2i           1024                 21
nand2            195                1.5
nand2b             4              0.051
nand3            194                2.0
nand3b             5              0.077
nor2              34               0.26
nor2b              4              0.051
nor3              64               0.66
or2                2              0.026
or3                1              0.013
or3b               3              0.054
==> per-layer routing <==
metal  global-route usage (%)  part of all wire, %  vias up
li1                         -                    -    13600
met1                     33.5                   36    15200
met3                     14.3                   13      278
met4                     6.86                  3.3       12
met5                   0.0785                0.051        -
met2                     39.9                   47     1575
==> worst max-delay path, cell delays in order <==
cell	delay (ns)
clkdlybuf4s50_1	0.61
nor2b_4	0.60
buf_4	0.52
buf_4	0.49
a22o_1	0.24
nor3_1	0.05
a31oi_1	0.18
nand3_1	0.22
clkdlybuf4s50_1	0.47
Power figures rest on the tool's default switching activity, not on a simulated workload.
